### config.mk
export PLATFORM = sky130hd
export DESIGN_NAME = digital_flash
export DESIGN_NICKNAME = digital_flash
export VERILOG_FILES = /design/flow/design.v
export SDC_FILE = /design/flow/constraint.sdc
export NUM_CORES = 4
export LEC_CHECK = 1
export CORE_UTILIZATION = 50
### design.v
module digital_flash(
    input wire flashclk,
    input wire rst_n,
    input wire [(32-1):0] flash_io_addr,
    input wire flash_io_read,
    input wire flash_io_write,
    input wire flash_read_ready,
    input wire [(32-1):0] flash_io_wdata,
    input wire [1:0] io_byte_size,
    output reg [(32-1):0] flash_io_rdata,
    output reg flash_io_ready,
    output reg [(32-1):0] digital_flash_addr,
    output reg digital_flash_write_en,
    output reg digital_flash_read_en,
    output reg [2:0] digital_flash_byte_size,
    output reg [7:0] digital_flash_wdata,
    input wire [7:0] digital_flash_data,
    input wire digital_flash_ready
);
    localparam IDLE = 2'd0;
    localparam WAIT_PROC = 2'd1;
    localparam DO_PROC  = 2'd2;
    localparam COMPLATE_PROC = 2'd3;
    reg [1:0] byte_count;
    wire [1:0] byte_size;
    reg [1:0] state;
    reg [1:0] next_state;
    assign byte_size = (io_byte_size == 0) ? 2'd3 : (io_byte_size - 2'd1);
    always @(*) begin
        if (state == IDLE && (flash_io_read || flash_io_write)) begin
            next_state = WAIT_PROC;
        end
        else if (state == WAIT_PROC) begin
            next_state = (flash_io_read | flash_io_write) ? DO_PROC : IDLE;
        end
        else if (state == DO_PROC) begin
            next_state = (flash_io_read | flash_io_write) ? (flash_io_ready ? COMPLATE_PROC : DO_PROC) : IDLE;
        end
        else if (state == COMPLATE_PROC) begin
            next_state = IDLE;
        end
        else begin
            next_state = IDLE;
        end
    end
    always @(posedge flashclk or negedge rst_n) begin
        if(!rst_n) begin
            state <= IDLE;
        end
        else begin
            state <= next_state;
        end
    end
    always @(posedge flashclk or negedge rst_n) begin
        if(!rst_n) begin
            flash_io_ready <= 1'b0;
            digital_flash_byte_size <= 0;
            digital_flash_write_en <= 1'b0;
            byte_count <= 0;
        end
        else begin
            case (state)
                IDLE: begin
                    byte_count <= 0;
                    flash_io_ready <= 1'b0;
                    digital_flash_write_en <= 1'b0;
                    digital_flash_read_en <= 1'b0;
                end
                WAIT_PROC: begin
                    flash_io_rdata <= 0;
                    digital_flash_addr <= flash_io_addr;
                    digital_flash_read_en <= flash_io_read;
                end
                DO_PROC: begin
                    if(flash_io_read && !flash_io_ready) begin
                        if (byte_count <= byte_size && digital_flash_ready) begin
                            flash_io_rdata[byte_count*8 +: 8] <= digital_flash_data;
                            digital_flash_addr <= digital_flash_addr + 32'd1;
                            flash_io_ready <= (byte_count == byte_size);
                            byte_count <= byte_count + 1;
                        end
                    end
                    else if(flash_io_write && !flash_io_ready) begin
                        digital_flash_write_en <= 1'b1;
                        if (byte_count <= byte_size && digital_flash_ready) begin
                            digital_flash_wdata <= flash_io_wdata[byte_count*8 +: 8];
                            digital_flash_addr <= digital_flash_addr + 32'd1;
                            flash_io_ready <= (byte_count == byte_size);
                            byte_count <= byte_count + 1;
                        end
                    end
                end
                COMPLATE_PROC: begin
                    digital_flash_write_en <= 1'b0;
                    digital_flash_read_en <= 1'b0;
                end
            endcase
        end
    end
endmodule
### constraint.sdc
current_design digital_flash

set clk_period 10.3
set clk_io_pct 0.2

create_clock -name clk0 -period $clk_period [get_ports {flashclk}]

set non_clock_inputs [all_inputs -no_clocks]
set_input_delay [expr $clk_period * $clk_io_pct] -clock clk0 $non_clock_inputs
set_output_delay [expr $clk_period * $clk_io_pct] -clock clk0 [all_outputs]
### run.sh
#!/bin/bash
# OpenROAD 26Q1-2900-gdf79404cd8, Yosys 0.63+post, stock flow scripts
make -C /OpenROAD-flow-scripts/flow DESIGN_CONFIG=/design/flow/config.mk WORK_HOME=/design/flow/orfs finish
==> results.txt <==
Status of the implementation.

- The via count of the first global-routing pass was 3585.
- The worst slew slack as a fraction of its limit is 0.495, for reference.
- Once the clock tree was built, the resizer swapped 0 gates to a different size.
- For this run, asynchronously set or reset flops after synthesis account for 0.0988.
- The area growth from synthesis to layout is 39.4%, for reference.
- The floorplan report gives the top-level pin count as 158.
- The worst hold path begins at state[3]$_DFF_PN0_.
- The number of nets with antenna violations after routing is 0, for reference.
- The post-detailed-route wirelength per cell is 16.2 um, for reference.
- Post-route period utilization is reported as 0.422.
- The post-DP HPWL is 7.54 mm, for reference.
- Data on the critical path is required at its endpoint by 10300 ps.
- The highest achievable clock rate is 230 MHz, for reference.
- The die outline width is 97.6 um, for reference.
- Counting I/O delays and the setup requirement, the final critical path takes 4350 ps.
- The cell type that accounts for the most area after synthesis is edfxtp_1.
- The arrival time of the worst setup path is 4350 ps, for reference.
- In the synthesized netlist, the number of instances is 415.
- The number of antenna violations at the first check in global routing came to 0.
- After its last routability iteration, the placer logged a weighted congestion of 0.882.
- The slowest stage cell on the critical path is clkdlybuf4s50_1, for reference.
- The flow ran to the end, and the final reports show no timing, DRC or antenna violations.
- Per the finish-stage timing summary, setup violations number 0.
- The deepest clock path buffer count is 2, for reference.
- According to the Yosys statistics, the synthesized design has a chip area of 4570 sq um.
- CTS placed an instance of clkbuf_8 at the clock tree root.
- The number of flops mapped to enable cells by yosys is 73, for reference.
- By area the synthesized netlist is led by edfxtp_1 (48%), nor2b_1 (4.9%), mux4_2 (3.9%), dfrtp_1 (3.8%), a21oi_1 (3.5%).
- The number of max-cap violations is 0, for reference.
- The clock-pin slew on the worst setup and hold paths is 90 ps, for reference.
- Listed in order, past its start point the critical path passes clkdlybuf4s50_1 -> xor2_1 -> ha_1 -> nor2b_1 -> o21ai_0 -> nand4b_1 -> a21boi_4 -> buf_4.
- Clock tree synthesis inserted a total of 9 buffers.
- The hold violation total from the final report is 0, for reference.
- The clock tree from TritonCTS is done, for reference.
- The remaining design rule violation count is 0, for reference.
- The commonest register cell after synthesis is edfxtp_1, for reference.
- The leakage power summed over all cells is 2.15 nW, for reference.
- Setup repair after global routing left no endpoint under its margin.
- CTS built an H-tree with a depth of 3.
- After detailed routing, the total wire length is 11.0 mm.
- The final report gives the core utilization as 0.724.
- Max-slew check failures listed in the final report amount to 0.
- STA lists the maximum fanout along the critical path as 32.
- By instance count after routing, the leading logic cell type is clkdlybuf4s50_1.
- The global-route wire length before repair is 17.8 mm, for reference.
- In the Yosys report the total cell count is 415.
- The share of Yosys cell area claimed by the top area cell type is 0.479, for reference.
- The report lists the power per cell area as 141 nW/um^2.
- The vias per cell is 5.75, for reference.
- The cell area that synthesis handed to floorplanning was 4570 sq um.
- The buffer count from post-CTS setup fixing is 0, for reference.
- Leaving out fill and tap cells, the most frequent cells in the layout are clkdlybuf4s50_1 (153), edfxtp_1 (73), nor2b_1 (36), nor2_1 (34), a21oi_1 (31).
- The area of the chip is 9530 sq um, for reference.
- Per the timing report, the most critical flop-to-flop path originates at byte_count[0]$_DFFE_PN0P_.
- The largest vdd supply drop is 0.0000641 V, for reference.
- The number of clock sinks came to 81.
- After filler insertion, the fill cell instance count of the layout stands at 610.
- Per the layout area report, the combinational gate area comes to 2030 sq um.
- The startpoint of the worst setup timing path is io_byte_size[0], for reference.
- For the final routed database, the setup TNS stands at 0 ps.
- The detailed router finished its first iteration with 164 violations.
- The startpoint kind of the worst setup timing path is an input port, for reference.
- The worst stage delay on the critical path is 490 ps, for reference.
- The worst clock skew is 12.5 ps, for reference.
- The initial utilization of the core area, before any placement, comes to 0.519.
- The post-synthesis sequential area ratio is 0.523, for reference.
- The storage element area is 2390 sq um, for reference.
- Averaged over all synthesized cells, the footprint is 11.0 sq um.
- The number of rows in the core area is 34, for reference.
- The critical setup path kind is in2reg, for reference.
- Entering global routing, the biggest net connects 54 pins.
- The number of warnings reported in the yosys synthesis log is 1, for reference.
- The count of antenna diodes in the layout is 0, for reference.
- The port buffer count is 153, for reference.
- The total vias in the final route is 3880, for reference.
- The number of distinct library cell variants in the gate-level netlist after synthesis is 46, for reference.
- The hold buffer count at cts is 0, for reference.
- The aggregate global-route resource usage is 0.249, for reference.
- Summed over all layers, the global routing overflow is 0.
- The clock reaches the later pin of the worst-skew pair after 350 ps.
- The detailed-router iteration count before antenna repair is 27, for reference.
- For the pin with the worst max-slew slack, the measured transition is 757 ps.
- The core region area is 8810 sq um, for reference.
- The die height is 97.6 um, for reference.
- The fraction of layout cells with a size suffix above 1 is 0.0653, for reference.
- The flip-flop and latch count after synthesis is 81, for reference.
- The worst slack on hold paths is 549 ps, for reference.
- The path type of the worst min-delay path is reg2reg, for reference.
- The number of OpenROAD warnings is 30, for reference.
- The critical path capture point type is a flip-flop, for reference.
==> worst paths after layout <==
kind | to | slack [ps] | cells past startpoint
min reg2reg | state[0]$_DFF_PN1_ | 550 | 2
min | state[0]$_DFF_PN1_ | 550 | 2
max reg2reg | digital_flash_addr[23]$_DFFE_PP_ | 7430 | 7
min in group asynchronous | digital_flash_write_en$_DFFE_PN0P_ | 2040 | 1
max | digital_flash_addr[23]$_DFFE_PP_ | 5950 | 8
max in group asynchronous | state[1]$_DFF_PN0_ | 7890 | 1
==> registers in the layout, indices dropped and copies added (netlist names) <==
signal and count:
digital_flash_read_en 1, digital_flash_wdata 8, digital_flash_addr 32, flash_io_ready 1
state 4, byte_count 2, flash_io_rdata 32, digital_flash_write_en 1
==> per-stage QoR <==
stage          setup slack [ps]  cell area, sq um  std cells  total power [mW]
3_5_place_dp               5610              6180        659             0.672
5_1_grt                    5820              6380        675             0.945
2_1_floorplan              4390              4580        417             0.561
6_report                   5950              6380        675             0.896
4_1_cts                    5950              6380        675             0.901
3_3_place_gp               5670              6180        659             0.667
==> area by class of cell <==
class	count	area share
Clock inverter	6	0.0104
Multi-Input combinational cell	301	0.319
Clock buffer	10	0.0200
Sequential cell	81	0.376
Inverter	9	0.00530
Tap cell	108	0.0212
Timing Repair Buffer	160	0.248
==> metal layers <==
layer  routed length [um]  vias to the layer above  track usage
met1                 4810                     1812        0.419
li1                     -                     1874            -
met4                  141                        0       0.0315
met3                 1090                       11       0.0739
met5                    0                        -            0
met2                 4910                      183        0.363
==> worst max-delay path: cells and delay by family <==
family | cells | cell delay (ps)
adder cells (fa/ha/maj) | 1 | 270
AND/OR/NAND/NOR | 2 | 450
AND-OR/OR-AND | 2 | 500
XOR/XNOR | 1 | 180
buffers and inverters | 2 | 880
==> logic make-up (layout without fill, tap and decap cells) <==
kind of cell	after synthesis	after routing	synth area share
adders and majority gates	7	7	0.0192
muxes	12	12	0.0484
other	1	3	0.000820
buffers and inverters	35	185	0.0383
and+or+nand+nor	175	175	0.216
AOI/OAI and AO/OA	89	89	0.125
DFF	81	81	0.523
xor gates and xnor gates	15	15	0.0287
==> Yosys cell counts (9+ instances only) <==
cell,count
inv_1,9
nand2b_1,11
o31ai_1,13
nand2_1,17
or4_1,15
a31oi_1,16
a21boi_0,9
nor2_1,34
nand4_1,12
a22o_1,9
edfxtp_1,73
clkbuf_1,14
nand3_1,23
a21oi_1,32
nor2b_1,36
xor2_1,9
==> report_power, final <==
group | switching, mW | internal, mW | total, mW
Sequential | 0.0395 | 0.400 | 0.440
Clock | 0.118 | 0.113 | 0.231
Combinational | 0.0942 | 0.131 | 0.225
Power and IR drop assume default switching activity.
