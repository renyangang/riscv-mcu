<file path="flow/run.sh">
#!/bin/bash
# OpenROAD 26Q1-2900-gdf79404cd8, Yosys 0.63+post, stock flow scripts
make -C /OpenROAD-flow-scripts/flow DESIGN_CONFIG=/design/flow/config.mk WORK_HOME=/design/flow/orfs finish
</file>
<file path="flow/design.v">
module digital_ram(
    input wire ramclk,
    input wire rst_n,
    input wire [(32-1):0] mem_io_addr,
    input wire mem_io_read,
    input wire mem_io_write,
    input wire mem_read_ready,
    input wire [(32-1):0] mem_io_wdata,
    input wire [1:0] io_byte_size,
    output wire [(32-1):0] mem_io_rdata,
    output reg mem_io_ready,
    output wire [(32-1):0] digital_mem_addr,
    output reg digital_mem_write_en,
    output reg digital_mem_read_en,
    output reg [3:0] digital_mem_byte_size,
    output reg [(32-1):0] digital_mem_wdata,
    input wire [(32-1):0] digital_mem_data,
    input wire digital_mem_ready
);
    localparam IDLE = 2'd0, WAIT_PROC = 2'd1, DO_PROC = 2'd2, COMPLATE_PROC = 2'd3;
    reg [1:0] byte_count;
    wire [1:0] byte_size;
    reg [1:0]state;
    reg [1:0]next_state;
    assign byte_size = (io_byte_size == 0) ? 2'd3 : (io_byte_size - 2'd1);
    assign digital_mem_addr = mem_io_addr;
    assign mem_io_rdata = digital_mem_data;
    always @(*) begin
        if (state == IDLE && (mem_io_read || mem_io_write)) begin
            next_state = WAIT_PROC;
        end
        else if (state == WAIT_PROC) begin
            next_state = (mem_io_read | mem_io_write) ? DO_PROC : IDLE;
        end
        else if (state == DO_PROC) begin
            next_state = (mem_io_read | mem_io_write) ? (mem_io_ready ? COMPLATE_PROC : DO_PROC) : IDLE;
        end
        else if (state == COMPLATE_PROC) begin
            next_state = IDLE;
        end
        else begin
            next_state = IDLE;
        end
    end
    integer i;
    always @(mem_io_wdata or io_byte_size) begin
        byte_count = 0;
        if (mem_io_write) begin
            digital_mem_wdata = 32'd0;
            digital_mem_byte_size = 4'b0000;
            for (i = 0; i < 32/8; i = i + 1) begin
                if (byte_count <= byte_size) begin
                    digital_mem_wdata[i*8 +: 8] = mem_io_wdata[i*8 +: 8];
                    byte_count = byte_count + 1;
                end
            end
            digital_mem_byte_size[byte_count-1] = 1'b1;
        end
        else begin
            digital_mem_byte_size = 4'b1111;
        end
    end
    always @(posedge ramclk or negedge rst_n) begin
        if(!rst_n) begin
            state <= IDLE;
        end
        else begin
            state <= next_state;
        end
    end
    always @(posedge ramclk or negedge rst_n) begin
        if(!rst_n) begin
            mem_io_ready <= 1'b0;
            digital_mem_write_en <= 1'b0;
        end
        else begin
            case (state)
                IDLE: begin
                    mem_io_ready <= 1'b0;
                    digital_mem_write_en <= 1'b0;
                    digital_mem_read_en <= 1'b0;
                end
                WAIT_PROC: begin
                    digital_mem_read_en <= mem_io_read;
                end
                DO_PROC: begin
                    if(mem_io_read && !mem_io_ready) begin
                        mem_io_ready <= digital_mem_ready;
                        digital_mem_write_en <= 1'b0;
                    end
                    else if(mem_io_write && !mem_io_ready) begin
                        digital_mem_write_en <= 1'b1;
                        mem_io_ready <= digital_mem_ready;
                    end
                end
                COMPLATE_PROC: begin
                    mem_io_ready <= 1'b1;
                    digital_mem_write_en <= 1'b0;
                    digital_mem_read_en <= 1'b0;
                end
            endcase
        end
    end
endmodule
</file>
<file path="flow/config.mk">
export PLATFORM = sky130hd
export DESIGN_NAME = digital_ram
export DESIGN_NICKNAME = digital_ram
export VERILOG_FILES = /design/flow/design.v
export SDC_FILE = /design/flow/constraint.sdc
export NUM_CORES = 4
export LEC_CHECK = 1
export CORE_AREA = 10 10 109 109
export DIE_AREA = 0 0 119 119
</file>
<file path="flow/constraint.sdc">
current_design digital_ram

set clk_period 1.5
set clk_io_pct 0.2

create_clock -name clk0 -period $clk_period [get_ports {ramclk}]

set non_clock_inputs [all_inputs -no_clocks]
set_input_delay [expr $clk_period * $clk_io_pct] -clock clk0 $non_clock_inputs
set_output_delay [expr $clk_period * $clk_io_pct] -clock clk0 [all_outputs]
</file>
==> flow_summary_export.csv <==
group,metric,value,unit
clock_network,clk_pin_slew,40,ps
clock_network,htreeDepth,1,
critical_path,arrival,1160,ps
global_route,met2_usage,0.0806,
timing,whs,380,ps
timing,untimed_endpoints,64,
global_route,gr-total-overflow,0,
yosys,synth_area,1550,um2
drt,wl,4.02,mm
hold_path,worstHoldPathType,"primary input to async pin",
drt,drt-initial-drc-count,32,
layout,fin_util,0.224,
timing,hold_viol,0,
yosys,yosysWarningCount,1,
layout,finalNonFillerCells,322,
pwr,leakage,0.891,nW
pwr,total_power,901,uW
critical_path,critPathCaptureType,"output port",
global_route,grt_pass1_wl,6.08,mm
clock_network,clk_path_buf_depth,2,
drt,drt_pass1_iterations,4,
critical_path,worst_setup_path_start_kind,"primary input",
yosys,syn-mean-instance-area,9.48,um2
layout,fillers,1056,
run_status,run_status,"finished clean",
drt,via_count,1071,
drt,diodes,0,
placement,gp_congestion,0.750,
critical_path,crit_slowest_cell,"o41ai_2",
clock_network,cts_tree,"yes",
global_route,track_usage,0.0517,
placement,io_buffer_count,77,
clock_network,cts_buffers,3,
layout,layout-drive-gt1-share,0.132,
pwr,peakVddDrop,188,uV
floorplan,core-area,9640,um2
floorplan,ios,207,
placement,place_hpwl,3.30,mm
layout,regArea,663,um2
flow_run,maxCapViolCount,0,
global_route,use_met3,0.0225,
yosys,yosysCellCount,163,
critical_path,path_cells,"buf_6, buf_4, ha_2, o41ai_2, buf_2",
critical_path,crit_path_max_fanout,3,
global_route,met1_usage,0.0612,
timing,finalCritPeriodShare,0.972,
placement,place_inst,316,
layout,combGateArea,408,um2
clock_network,clock_latency,230,ps
clock_network,cts_root_buffer,"clkbuf_8",
global_route,grt_max_degree,14,
flow_run,warnings,32,
timing,fmax,0.686,GHz
timing,setup_tns,0,ps
timing,maxSlewViolCount,0,
critical_path,worstPathRequired,1200,ps
pwr,power_density,418,nW/um2
critical_path,path_buffers,3,
timing,slew_headroom,0.780,
global_route,grt.busiest_layer,"met2",
global_route,grt_pass1_vias,1131,
timing,grt_setup_unrepaired,"yes",
critical_path,max_stage_delay,300,ps
yosys,ys_area,1550,um2
yosys,synthCells,163,
floorplan,die_h,119,um
drt,wl_per_cell,12.5,um
timing,setup_viol,0,
timing,worst_pin_slew,330,ps
global_route,antenna_found_initial,0,
floorplan,die_w,119,um
timing,skew,0.610,ps
drt,route.detailed.drc,0,
layout,synthToLayoutAreaGrowth,39.6,%
timing,min_period,1460,ps
floorplan,row_count,36,
yosys,synth_flops,39,
critical_path,r2r_setup_slack,270,ps
yosys,synth_cell_types,26,
drt,postRouteAntennaNets,0,
critical_path,path_class,"primary input to output port",
floorplan,core_util_floorplan,0.160,
drt,viasPerCell,3.33,
timing,unclocked_pins,32,
floorplan,dieArea,14200,um2
critical_path,critPathTopFamily,"buffers and inverters",
## cell type report
class / count / area share
clock buffers: 4 / 0.0209
inverters: 4 / 0.00928
multi-input cells: 54 / 0.189
flip-flops and latches: 39 / 0.307
well taps: 133 / 0.0771
repair buffers: 88 / 0.396
## registers in the layout (all words and copies together), names as in the netlist
signal                count
mem_io_ready              1
digital_mem_write_en      1
state                     4
digital_mem_read_en       1
digital_mem_wdata        32
## report_power, final
group / internal (mW) / switching, mW
Sequential: 0.280 / 0.0306
Combinational: 0.226 / 0.0978
Clock: 0.184 / 0.0825
## through the flow
| stage | cell area (um2) | worst slack (ps) |
|---|---|---|
| after detailed placement | 2050 | -874 |
| after CTS | 2150 | -40.0 |
| after floorplan | 1550 | 195 |
| final | 2160 | 42.2 |
| after global placement | 2050 | -820 |
| after global routing | 2160 | -11.6 |
## cell usage after synthesis
cell type / count / area, um2
inv_1: 4 / 15.0
clkbuf_1: 1 / 3.75
o41ai_1: 1 / 8.76
and2_1: 8 / 50.1
nand2_1: 3 / 11.3
xor2_1: 1 / 8.76
o22ai_1: 2 / 12.5
nor2b_1: 18 / 113
buf_4: 64 / 480
and2b_1: 1 / 7.51
nor3_1: 2 / 10.0
nand3_1: 1 / 5.00
o31a_1: 1 / 8.76
a31o_1: 1 / 8.76
or4b_1: 1 / 10.0
dlxtp_1: 32 / 480
nor2_1: 2 / 7.51
nand2b_1: 4 / 25.0
edfxtp_1: 1 / 30.0
nor4b_1: 1 / 8.76
nor3b_1: 1 / 7.51
a22oi_1: 1 / 7.51
dfstp_2: 1 / 26.3
ha_1: 5 / 62.6
dfrtp_1: 5 / 125
buf_6: 1 / 11.3
## repair_timing
action	CTS	global route
setup buffers	2	0
gates resized	30	3
pin swaps	2	1
cloned	0	0
setup endpoints to repair	6	2
hold buffers	0	0
## cell usage in the layout, fill, tap and decap left out
cell and n:
clkdlybuf4s50_1 70, dlxtp_1 32, nor2b_1 18, buf_4 10, and2_1 8, nand2b_1 4
dfrtp_1 4, nand2_1 3, clkbuf_8 3, dlygate4sd2_1 3, inv_4 2, nor2_1 2
nor3_1 2, inv_1 2, o22ai_1 2, ha_4 2, ha_1 2, buf_6 2
o31a_1 1, xor2_1 1, o41ai_2 1, nor3b_1 1, or4b_1 1, nand3_1 1
nor4b_1 1, a31o_1 1, and2b_1 1, a22oi_1 1, ha_2 1, clkbuf_1 1
edfxtp_1 1, buf_8 1, dfrtp_2 1, clkdlybuf4s15_1 1, buf_2 1, dfstp_2 1
## final timing paths
check | cells after the start | start | endpoint
max | 5 | io_byte_size[1] | digital_mem_byte_size[3]
min | 2 | rst_n | digital_mem_write_en
max reg2reg | 3 | state[3] | digital_mem_write_en
min reg2reg | 2 | state[1] | state[3]
max in group asynchronous | 2 | rst_n | state[0]
min in group clk0 | 2 | state[1] | state[3]
## routing by layer
layer / wire length [um] / part of all wire
met2: 1800 / 0.45
met5: 0 / 0
met1: 1670 / 0.41
met4: 155 / 0.039
met3: 399 / 0.099
## logic make-up (layout without fill, tap and decap cells)
family | Yosys count | count (layout) | synth area share
buffers and inverters | 70 | 96 | 0.330
AND/OR/NAND/NOR | 42 | 42 | 0.165
latches | 32 | 32 | 0.311
flip-flops | 7 | 7 | 0.117
AND-OR/OR-AND | 6 | 6 | 0.0300
adder cells (fa/ha/maj) | 5 | 5 | 0.0405
XOR/XNOR | 1 | 1 | 0.00567
Power and IR drop assume default switching activity.
