**flow/design.v**
```verilog
 module registers_csr(
    input wire clk,
    input wire rst_n,
    input [(32-1):0] exp_pc,
    input [(32-1):0] exp_pc_next,
    input [(32-1):0] exp_val,  
    input [(32-1):0] exception_code,
    input exception_en,
    input int_jmp_ready,
    input mret_en,
    output wire int_en,  
    output reg jmp_en,
    output reg [(32-1):0] jmp_pc,
    input [8-1:0]peripheral_int_code,
    input [8-1:0]soft_int_code,
    output reg [8-1:0] cur_int_code,
    input wire clk_timer,
    input wire [(32-1):0] mtimecmp_low,
    input wire [(32-1):0] mtimecmp_high,
    input wire set_mtimecmp_low,
    input wire set_mtimecmp_high,
    output wire [(32-1):0] mtime_low,
    output wire [(32-1):0] mtime_high,
    input wire [11:0] csr_read_addr,
    input wire [11:0] csrw_addr,
    input wire [(32-1):0] w_data,
    input wire write_en,
    output reg [(32-1):0] csr_out
    );
    reg [(32-1):0] mstatus;  
    reg [(32-1):0] misa;  
    reg [(32-1):0] mie;  
    reg [(32-1):0] mtvec;  
    reg [(32-1):0] mscratch;  
    reg [(32-1):0] mepc;  
    reg [(32-1):0] mcause;  
    reg [(32-1):0] mtval;  
    reg [(32-1):0] mip;  
    reg [(32-1):0] mvendorid;  
    reg [(32-1):0] marchid;  
    reg [(32-1):0] mimpid;  
    reg [(32-1):0] mhartid;  
    reg [63:0] mtime;
    reg [63:0] mtimecmp;
    reg int_proc_state;  
    wire peripheral_int, software_int, timer_int;
    assign peripheral_int = mstatus[3] & mip[11] & mie[11];
    assign software_int = mstatus[3] & mip[3] & mie[3] & (!peripheral_int);
    assign timer_int = mstatus[3] & mip[7] & mie[7] & (!peripheral_int & !software_int);
    assign int_en = (peripheral_int | software_int | timer_int) & (~int_proc_state);
    assign mtime_low = mtime[31:0];
    assign mtime_high = mtime[63:32];
    always @(*) begin
        case (csr_read_addr)
            12'h300: csr_out = mstatus;
            12'h301: csr_out = misa;
            12'h304: csr_out = mie;
            12'h305: csr_out = mtvec;
            12'h340: csr_out = mscratch;
            12'h341: csr_out = mepc;
            12'h342: csr_out = mcause;
            12'h343: csr_out = mtval;
            12'h344: csr_out = mip;
            12'hF11: csr_out = mvendorid;
            12'hF12: csr_out = marchid;
            12'hF13: csr_out = mimpid;
            12'hF14: csr_out = mhartid;
            default: csr_out = 32'h0;
        endcase
    end
    always @(*) begin
        if (!rst_n) begin
            mip = 32'd0;
        end
        else begin
            if (|(peripheral_int_code)) begin
                mip[11] = 1'b1;
                cur_int_code = peripheral_int_code;
            end
            else begin
                mip[11] = 1'b0;
            end
            if (|(soft_int_code)) begin
                mip[3] = 1'b1;
                cur_int_code = soft_int_code;
            end
            else begin
                mip[3] = 1'b0;
            end
            if (mtime >= mtimecmp) begin
                mip[7] =  1'b1;
            end
            else begin
                mip[7] =  1'b0;
            end
        end
    end
    always @(posedge clk_timer or negedge rst_n) begin
        if (!rst_n) begin
            mtime <= 64'd0;
        end
        else begin
            mtime <= mtime + 64'd1;
        end
    end
    always @(posedge clk or negedge rst_n) begin
        if (!rst_n) begin
            mtimecmp <= {64{1'b1}};
        end
        else begin
            if (set_mtimecmp_low) begin
                mtimecmp[31:0] <= mtimecmp_low;
            end
            else if (set_mtimecmp_high) begin
                mtimecmp[63:32] <= mtimecmp_high;
            end
        end
    end
    always @(posedge clk or negedge rst_n) begin
        if (!rst_n) begin
            jmp_en <= 1'b0;
            jmp_pc <= 32'd0;
            mstatus <= 32'd0;
            misa <= 32'b11000000000000000000000010000000;
            mie <= 32'd0;
            mtvec <= 32'd0;
            mscratch <= 32'd0;
            mvendorid <= 32'd0;
            marchid <= 32'd0;
            mimpid <= 32'd0;
            mhartid <= 32'd0;
        end
        else begin
            if (write_en) begin
                case (csrw_addr)
                    12'h300: mstatus <= w_data;
                    12'h304: mie <= w_data;
                    12'h305: mtvec <= w_data;
                    12'h340: mscratch <= w_data;
                    default: ;
                endcase
            end
        end
    end
    always @(posedge clk or negedge rst_n) begin
        if (!rst_n) begin
            int_proc_state <= 1'b0;
            jmp_en <= 1'b0;
            jmp_pc <= 32'd0;
            mepc <= 32'd0;
            mcause <= 32'd0;
            mtval <= 32'd0;
        end
        else begin
            if (exception_en) begin
                mstatus[7] <= mstatus[3];
                mstatus[3] <= 1'b0;
                jmp_en <= 1'b1;
                mcause <= exception_code;
                mepc <= exp_pc;
                mtval <= exp_val;
                jmp_pc <= {mtvec[31:2],2'b00};
            end
            else if (mret_en) begin
                jmp_en <= 1'b1;
                jmp_pc <= mepc;
                mepc <= 32'd0;
                mstatus[3] <= mstatus[7];
                mstatus[7] <= 1'b1;
                int_proc_state <= 1'b0;
            end
            else if (int_jmp_ready && !int_proc_state) begin
                mepc <= exp_pc_next;
                int_proc_state <= 1'b1;
                jmp_en <= 1'b1;
                mstatus[7] <= mstatus[3];
                mstatus[3] <= 1'b0;
                if(peripheral_int) begin
                    mcause <= {1'd1,31'd11};
                    jmp_pc <= mtvec[0] ? ({mtvec[31:2],2'b00} + (4*11)):{mtvec[31:2],2'b00};
                end
                else if(software_int) begin
                    mcause <= {1'd1,31'd3};
                    jmp_pc <= mtvec[0] ? ({mtvec[31:2],2'b00} + (4*3)):{mtvec[31:2],2'b00};
                end
                else if(timer_int) begin
                    mcause <= {1'd1,31'd7};
                    jmp_pc <= mtvec[0] ? ({mtvec[31:2],2'b00} + (4*7)):{mtvec[31:2],2'b00};
                end
            end
            else begin
                jmp_en <= 1'b0;
            end
        end
    end
endmodule
```
**flow/run.sh**
```bash
#!/bin/bash
# OpenROAD 26Q1-2900-gdf79404cd8, Yosys 0.63+post, stock flow scripts
make -C /OpenROAD-flow-scripts/flow DESIGN_CONFIG=/design/flow/config.mk WORK_HOME=/design/flow/orfs finish
```
**flow/config.mk**
```make
export PLATFORM = sky130hd
export DESIGN_NAME = registers_csr
export DESIGN_NICKNAME = registers_csr
export VERILOG_FILES = /design/flow/design.v
export SDC_FILE = /design/flow/constraint.sdc
export NUM_CORES = 4
export LEC_CHECK = 1
export CORE_UTILIZATION = 40
```
**flow/constraint.sdc**
```tcl
current_design registers_csr

set clk_period 6.7
set clk_io_pct 0.2

create_clock -name clk0 -period $clk_period [get_ports {clk}]
create_clock -name clk1 -period $clk_period [get_ports {clk_timer}]

set non_clock_inputs [all_inputs -no_clocks]
set_input_delay [expr $clk_period * $clk_io_pct] -clock clk0 $non_clock_inputs
set_output_delay [expr $clk_period * $clk_io_pct] -clock clk0 [all_outputs]
```
==> impl_metrics.toml <==
# generated from flow reports
[status]
status = "did not finish"
lastStage = "1_2_yosys"
error = "ERROR: Found 2 problems in 'check -assert'."

[synthesis]
synth_flops = 363
area_leaders = "dfrtp_1 (42%), mux2_2 (13%), dfstp_2 (9.8%)"
flop_cell = "dfrtp_1"
ys_warn_count = 1
ys_cells = 1507
synth-edff-count = 2
synthDistinctLibCells = 62
yosys_area_um2 = 17200
top_cell = "dfrtp_1"
async_flop_share_pct = 97.2
common_cells = "dfrtp_1 (289), mux2_2 (192), nand2_1 (149)"
top_area_share_pct = 42.2
top_area_cell = "dfrtp_1"
cells by family after synthesis:
group                      after synthesis  share of synthesized area, %
other                                    1                        0.0219
muxes                                  192                          12.6
DFF                                    355                          52.3
AOI/OAI and AO/OA                      292                          12.0
xor gates and xnor gates                62                          3.21
buffers and inverters                  187                          4.84
adders and majority gates               65                          4.74
latches                                  8                         0.700
and+or+nand+nor                        345                          9.59
