===== flow/design.v =====
module instruction_decoder(
    input [(32-1):0] instruction_code,
    input en,
    output reg [(32-1):0] invalid_instruction,
    output reg [18:0] alu_op,
    output reg [8:0] jmp_op,
    output reg [8:0] mem_op,
    output reg cust_op,
    output reg [5:0] csr_op,
    output reg [7:0] mechie_op,
    output wire [4:0] rd, rs1, rs2,
    output wire [6:0] imm_2531,
    output wire [19:0] imm_1231,
    output wire [11:0] imm_2032
);
    wire [6:2] opcode;
    wire [2:0] funct3;
    assign opcode = instruction_code[6:2];
    assign funct3 = instruction_code[14:12];
    assign imm_2531 = en ? instruction_code[31:25] : 7'b0;
    assign imm_1231 = en ? instruction_code[31:12] : 19'b0;
    assign imm_2032 = en ? instruction_code[31:20] : 12'b0;
    assign rd = en ? instruction_code[11:7] : 5'b0;
    assign rs1 = en ? instruction_code[19:15] : 5'b0;
    assign rs2 = en ? instruction_code[24:20] : 5'b0;
    function [8:0] get_jmp_op(input [2:0] funct3);
        case (funct3)
            3'b000: get_jmp_op = 9'b000000100;  
            3'b001: get_jmp_op = 9'b000001000;  
            3'b100: get_jmp_op = 9'b000010000;  
            3'b101: get_jmp_op = 9'b000100000;  
            3'b110: get_jmp_op = 9'b001000000;  
            3'b111: get_jmp_op = 9'b010000000;  
            default: begin
                get_jmp_op = 9'd0;
                invalid_instruction = 32'd2;
            end
        endcase
    endfunction
    function [18:0] get_alu_op(input [2:0] funct3);
        case (funct3)
            3'b000: get_alu_op = instruction_code[30] ? 19'b1 << 1 : 19'b1;   
            3'b001: get_alu_op = 19'b1 << 2;   
            3'b010: get_alu_op = 19'b1 << 3;   
            3'b011: get_alu_op = 19'b1 << 4;   
            3'b100: get_alu_op = 19'b1 << 5;   
            3'b101: get_alu_op = instruction_code[30] ? 19'b1 << 7 : 19'b1 << 6;  
            3'b110: get_alu_op = 19'b1 << 8;   
            3'b111: get_alu_op = 19'b1 << 9;   
            default: begin
                get_alu_op = 9'd0;
                invalid_instruction = 32'd2;
            end
        endcase
    endfunction
    function [18:0] get_alu1_op(input [2:0] funct3);
        case (funct3)
            3'b000: get_alu1_op = 19'b1 << 10;   
            3'b001: get_alu1_op = 19'b1 << 11;   
            3'b010: get_alu1_op = 19'b1 << 12;   
            3'b011: get_alu1_op = 19'b1 << 13;   
            3'b100: get_alu1_op = 19'b1 << 14;   
            3'b101: get_alu1_op = instruction_code[30] ? 19'b1 << 16 : 19'b1 << 15;  
            3'b110: get_alu1_op = 19'b1 << 17;  
            3'b111: get_alu1_op = 19'b1 << 18;  
            default: begin
                get_alu1_op = 9'd0;
                invalid_instruction = 32'd2;
            end
        endcase
    endfunction
    function [8:0] get_mem_load_op(input [2:0] funct3);
        case (funct3)
            3'b000: get_mem_load_op = 9'b000000010;  
            3'b001: get_mem_load_op = 9'b000000100;  
            3'b010: get_mem_load_op = 9'b000001000;  
            3'b100: get_mem_load_op = 9'b000010000;  
            3'b101: get_mem_load_op = 9'b000100000;  
            default: begin
                get_mem_load_op = 9'd0;
                invalid_instruction = 32'd2;
            end
        endcase
    endfunction
    function [8:0] get_mem_store_op(input [2:0] funct3);
        case (funct3)
            3'b000: get_mem_store_op = 9'b001000000;  
            3'b001: get_mem_store_op = 9'b010000000;  
            3'b010: get_mem_store_op = 9'b100000000;  
            default: begin
                get_mem_store_op = 9'd0;
                invalid_instruction = 32'd2;
            end
        endcase
    endfunction
    function [5:0] get_csr_op(input [2:0] funct3);
        case (funct3)
            3'b001: get_csr_op = 6'b000001;  
            3'b010: get_csr_op = 6'b000010;  
            3'b011: get_csr_op = 6'b000100;  
            3'b101: get_csr_op = 6'b001000;  
            3'b110: get_csr_op = 6'b010000;  
            3'b111: get_csr_op = 6'b100000;  
            default: begin
                get_csr_op = 6'd0;
                invalid_instruction = 32'd2;
            end
        endcase
    endfunction
    function [7:0] get_mechine_op(input [(32-1):0] instruction_code);
        case (instruction_code)
            32'h10200073: get_mechine_op = 8'b00010000;  
            32'h10500073: get_mechine_op = 8'b00100000;  
            32'h30200073: get_mechine_op = 8'b00000100;  
            32'h100073: get_mechine_op = 8'b00000001;  
            32'h73: get_mechine_op = 8'b00000010;  
            default: begin
                get_mechine_op = 8'd0;
                invalid_instruction = 32'd2;
            end
        endcase
    endfunction
    always @(*) begin
        if (en) begin
            alu_op = 19'b0; 
    jmp_op = 9'b0; 
    mem_op = 9'b0; 
    cust_op = 1'b0; 
    csr_op = 6'b0; 
    mechie_op = 8'b0; 
    invalid_instruction = 32'bz;;
            if(instruction_code[1:0] != 2'b11) begin
                invalid_instruction = 32'd2;
            end
            else begin
                case (opcode)
                    7'b11000: begin
                        jmp_op = get_jmp_op(funct3);
                    end
                    7'b11001: begin
                        if (funct3 == 3'b000) begin  
                            jmp_op = 9'b000000010;
                        end
                    end
                    7'b11011: begin  
                        jmp_op = 9'b000000001;
                    end
                    7'b00101: begin 
                        jmp_op = 9'b100000000;  
                    end
                    7'b00100: begin
                        alu_op = get_alu1_op(funct3);
                    end
                    7'b01100: begin
                        alu_op = get_alu_op(funct3);
                    end
                    7'b01101: begin
                        mem_op = 9'b000000001;  
                    end
                    7'b00000: begin
                        mem_op = get_mem_load_op(funct3);
                    end
                    7'b01000: begin
                        mem_op = get_mem_store_op(funct3);
                    end
                    7'b11100: begin
                        if (funct3 == 3'b000) begin
                            mechie_op = get_mechine_op(instruction_code);
                        end
                        else begin
                            csr_op = get_csr_op(funct3);
                        end
                    end
                    7'b11111: begin
                        cust_op = 1'b1;
                    end
                    default: begin
                        invalid_instruction = 32'd2;
                    end
                endcase
            end
        end
        else begin
            alu_op = 19'b0; 
    jmp_op = 9'b0; 
    mem_op = 9'b0; 
    cust_op = 1'b0; 
    csr_op = 6'b0; 
    mechie_op = 8'b0; 
    invalid_instruction = 32'bz;;
        end
    end
endmodule

===== flow/run.sh =====
#!/bin/bash
# OpenROAD 26Q1-2900-gdf79404cd8, Yosys 0.63+post, stock flow scripts
make -C /OpenROAD-flow-scripts/flow DESIGN_CONFIG=/design/flow/config.mk WORK_HOME=/design/flow/orfs finish

===== flow/config.mk =====
export PLATFORM = sky130hd
export DESIGN_NAME = instruction_decoder
export DESIGN_NICKNAME = instruction_decoder
export VERILOG_FILES = /design/flow/design.v
export SDC_FILE = /design/flow/constraint.sdc
export NUM_CORES = 4
export LEC_CHECK = 1
export CORE_AREA = 10 10 81 81
export DIE_AREA = 0 0 91 91

===== flow/constraint.sdc =====
current_design instruction_decoder

set clk_period 1.6
set clk_io_pct 0.2

create_clock -name clk0 -period $clk_period

set non_clock_inputs [all_inputs -no_clocks]
set_input_delay [expr $clk_period * $clk_io_pct] -clock clk0 $non_clock_inputs
set_output_delay [expr $clk_period * $clk_io_pct] -clock clk0 [all_outputs]

==> results.yml <==
# synthesis and place-and-route metrics
run_status:
  status: "finished, violations left"
  violations: "setup timing"
hold_path:
  min-delay-start: "instruction_code[12]"
  whs_path_depth: 4
  holdCritPathClass: "input port to primary output"
  holdPathEnd: "jmp_op[4]"
finish:
  fin_area_sq_um: 3677
  regArea_sq_um: 0
  flops: 0
  synthToLayoutAreaGrowth_pct: 201.4
  clockBufferCount: 0
  layout-drive-gt1-share_pct: 62.62
  fillers: 316
  final_util_pct: 76.34
final_timing:
  drv_slew: 0
  finalCriticalPeriod_ns: 1.864
  finalSetupTns_ns: -3.122
  fin_crit_sh_pct: 116.5
  finalSetupViolCount: 37
  rsz0062_at_grt: "true"
  holdWs_ns: 0.9842
  hold_viol: 0
  fmax_mhz: 536.6
  layout_setup_ws_ns: -0.2636
floorplan:
  fp_util_pct: 25.32
  fp.dieW_um: 91
  ios: 171
  placementRows: 25
  die_area_sq_um: 8281
  die_height_um: 91
  core_sq_um: 4817
placed_design:
  place.gp.congestion: 0.8059
  place_hpwl_mm: 5.870
  dpl_cell_area_sq_um: 2623
  io_buffers: 136
pwr:
  peakVddDrop_v: 0.0001112
  p_total_mw: 0.5948
  leakage_nw: 1.735
  powerDensity_nw_per_um2: 161.7
global_route:
  overflow: 0
  grtUsageMet1_pct: 19.87
  grt_max_degree: 24
  grt_use_met3_pct: 6.556
  grt_busiest_layer: "met2"
  antenna_found_initial: 0
  grt_pass1_vias: 2114
  track_usage_pct: 16.45
  use_met2_pct: 28.58
  grt_pass1_wl_mm: 11.46
logic_synthesis:
  top_area_share_pct: 39.38
  yosysSeqAreaShare_pct: 0
  avgSynthCellArea_sq_um: 6.039
  synthCells: 202
  yosysMostFrequentCell: "buf_4"
  ys_area_sq_um: 1220
  largest_area_cell: "buf_4"
  synth.area.top_cells: "buf_4 (39%), and2_1 (13%), nor2_1 (10%), nor4_1 (5.6%), nand2_1 (4.6%)"
  yosysUniqueCellTypes: 23
  ys_cells: 202
  synth_warnings: 3
  netlist_area_sq_um: 1220
  yosys-top-cells-count: "buf_4 (64), nor2_1 (34), and2_1 (25)"
flow_run:
  drv_cap: 0
  warnings: 34
detailed_routing:
  drtAntennaViolNets: 0
  drt_iter0_markers: 40
  antenna-diode-count: 0
  drt_pre_antenna_iters: 7
  vias_per_cell: 4.471
  dr_total_vias: 2106
  wire_per_inst_um: 17.80
  wirelength_mm: 8.383
  route.detailed.drc: 0
setup_path:
  path_cells: "buf_8 -> and4bb_4 -> buf_6 -> buf_4 -> nand4_1 -> nor4_2 -> buf_2"
  slowest_delay_ns: 0.37
  required_ns: 1.28
  slowest_stage: "and4bb_4"
  end_kind: "primary output"
  crit_type: "input port to primary output"
  start_kind: "input port"
  cp_max_fo: 4
  crit_arrival_ns: 1.54
==> cell type report <==
type | instances | area, sq um | share of cell area [%]
Timing Repair Buffer | 239 | 2176 | 59.17
Multi-Input combinational cell | 161 | 1403 | 38.14
Tap cell | 67 | 83.83 | 2.280
Inverter | 4 | 15.01 | 0.4083
==> stage by stage <==
stage,std cells,worst slack (ns)
finish,471,-0.2636
global route,471,-0.3240
CTS,454,-0.2538
detailed placement,413,-1.010
global placement,413,-0.9897
floorplan,235,0.1927
==> critical path: cells and delay by family <==
kind,cells,cell delay [ns]
buffers and inverters,4,0.44
AND/OR/NAND/NOR,3,0.78
==> cell usage in the layout (no fill, tap or decap), types with 3 or more instances in the layout <==
master	count
nor3_2	7
nor4_2	3
buf_2	44
nor3_4	3
nor2_4	20
clkdlybuf4s50_1	51
buf_4	54
dlygate4sd2_1	7
and2_1	18
conb_1	35
nor2_1	7
and2_4	7
nor2_2	7
inv_1	3
dlymetal6s2s_1	3
buf_6	53
clkdlybuf4s15_1	3
buf_8	6
nand4b_1	3
nor4_4	8
nand4_1	5
clkbuf_2	8
clkdlybuf4s15_2	3
nand2_1	7
nand2_4	6
buf_12	5
nand3_4	4
==> kinds of logic (layout without fill, tap and decap cells) <==
group | after synthesis | after routing | synth area share [%]
buffers and inverters | 74 | 243 | 42.56
other | 2 | 35 | 0.6156
AND/OR/NAND/NOR | 126 | 126 | 56.82
==> metal layers <==
layer	routed length, um	share of wire [%]	vias up
li1	-	-	981
met1	3241	39	985
met2	4160	50	134
met3	940	11	6
met4	40	0.48	0
met5	0	0	-
==> repair_timing <==
item	CTS	global route
endpoints found under the setup margin	103	55
gates resized	369	92
pin swaps	55	36
setup buffers	42	17
hold buffers	0	0
cloned	0	2
==> where the power goes <==
group | leakage [nW] | total [mW] | internal, mW | switching (mW)
clock network | 0 | 0 | 0 | 0
registers | 0 | 0 | 0 | 0
logic | 1.73 | 0.595 | 0.374 | 0.221
==> how the worst max path moves through the flow <==
stage	from	to	slack [ns]	depth (start not counted)
finish	instruction_code[13]	mechie_op[4]	-0.26	7
global route	instruction_code[19]	mechie_op[2]	-0.32	7
CTS	instruction_code[19]	mechie_op[2]	-0.25	7
No activity file was given, so power comes from the tool's default toggle rates.
